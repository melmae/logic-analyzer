## design.v

```verilog
module dual_PWM(clk, rst_n, VIL, VIH, VIL_PWM, VIH_PWM);
  input clk, rst_n;
  input [7:0] VIL, VIH;
  output VIL_PWM, VIH_PWM;
  pwm8 pwm8vil(.clk(clk), .rst_n(rst_n), .duty(VIL), .PWM_sig(VIL_PWM));
  pwm8 pwm8vih(.clk(clk), .rst_n(rst_n), .duty(VIH), .PWM_sig(VIH_PWM));
endmodule
module pwm8 (clk, rst_n, duty, PWM_sig);
  input clk, rst_n;
  input [7:0] duty;
  output reg PWM_sig;
  reg [7:0] cnt;
  reg comparison;
  always_ff @(posedge clk, negedge rst_n) begin
    if (!rst_n)
	  cnt <= 0;
	else
	  cnt <= cnt + 1;
  end
  always_comb begin
    if (cnt <= duty)
	  comparison = 1;
	else
	  comparison = 0;
  end
  always_ff @(posedge clk, negedge rst_n) begin
    if (!rst_n)
	  PWM_sig <= 0;
	else
	  PWM_sig <= comparison;
  end
endmodule
```

## run.sh

```bash
#!/bin/bash
# OpenROAD 26Q1-2900-gdf79404cd8, Yosys 0.63+post, stock flow scripts
make -C /OpenROAD-flow-scripts/flow DESIGN_CONFIG=/design/flow/config.mk WORK_HOME=/design/flow/orfs finish
```

## config.mk

```make
export PLATFORM = sky130hd
export DESIGN_NAME = dual_PWM
export DESIGN_NICKNAME = dual_PWM
export VERILOG_FILES = /design/flow/design.v
export SDC_FILE = /design/flow/constraint.sdc
export NUM_CORES = 4
export LEC_CHECK = 1
export CORE_AREA = 10 10 109 109
export DIE_AREA = 0 0 119 119
```

## constraint.sdc

```tcl
current_design dual_PWM

set clk_period 1.8
set clk_io_pct 0.2

create_clock -name clk0 -period $clk_period [get_ports {clk}]

set non_clock_inputs [all_inputs -no_clocks]
set_input_delay [expr $clk_period * $clk_io_pct] -clock clk0 $non_clock_inputs
set_output_delay [expr $clk_period * $clk_io_pct] -clock clk0 [all_outputs]
```

==> results.yml <==
# flow metrics
setup_path:
  critical_path_required_ns: 1.98
  worst-path-buf-inv: 2
  rr_endpoint: "pwm8vih.PWM_sig$_DFF_PN0_"
  path_class: "in -> reg"
  rr_startpoint: "pwm8vih.cnt[1]$_DFF_PN0_"
  cp-end-kind: "flip-flop"
  ff2ff_setup_slack_ns: 0.50
  critPathMaxFanout: 2
  cp.arrival_ns: 1.63
  path_delay_family: "buffers and inverters"
  start_kind: "primary input"
  rr_worst_depth: 5
  critPathSlowestCell: "clkdlybuf4s50_1"
  crit_path_cell_trace: "clkdlybuf4s50_1 > inv_1 > ha_1 > nor2b_1 > o211ai_1 > a21oi_1 > o22ai_1"
  crit_path_start: "VIL[1]"
  cp_slowest_stage_delay_ns: 0.46
final_timing:
  fin_crit_sh_pct: 81.1
  setup_viol: 0
  clock_skew_ns: 0.00421
  tightestPinTransition_ns: 0.245
  drv_slew: 0
  hold_viol_final: 0
  fmax_ghz: 0.685
  fin_ws_ns: 0.341
  relSlewSlack_pct: 83.5
  rsz0062_at_grt: "false"
  min_period_ns: 1.46
  final.setup.tns_ns: 0
synthesis:
  syn-instance-count: 99
  synth_flop_count: 18
  yosys_area_sq_um: 1040
  yosys_warnings: 1
  yosys_cells: 99
  syn_area_sq_um: 1040
  syn_area_per_cell_sq_um: 10.5
  postSynthSeqShare_pct: 43.2
  ys_types: 15
clock_network:
  clock_path_buffers: 2
  cts_tree: "done"
  insertion_delay_ns: 0.25
  cts.sinks: 18
  cts_resized: 0
  numCtsBuffers: 3
  cts_hold_buf: 0
  cts-root-buf: "clkbuf_8"
  cts_setup_buffers: 0
  cts.clk_slew.worst_paths_ns: 0.07
  h-tree-depth: 1
die:
  std_cell_rows: 36
  io_pins: 20
  dieArea_sq_um: 14200
  core_sq_um: 9640
  initCoreUtil_pct: 10.8
  die_w_um: 119
  dieHeight_um: 119
worst_hold_path:
  hold_class: "in -> async"
finish:
  final_area_sq_um: 1460
  lay_top_count: "clkdlybuf4s50_1"
  layout-drive-gt1-share_pct: 5.69
  syn2layout_area_growth_pct: 40.2
  mostFrequentLayoutCells: "clkdlybuf4s50_1 (19), ha_1 (18), dfrtp_1 (18)"
  fill_cells: 1103
drt:
  drt_iter0_drc: 4
  antenna-diode-count: 0
  drt-pass1-iter-count: 3
  routedWlPerCell_um: 7.84
  wl_um: 2010
  num_vias: 746
  ant_nets: 0
  drt_drc_violations_left: 0
  viasPerCell: 2.91
grt:
  grt_pass1_vias: 803
  grt_max_degree: 19
  grt.overflow.total: 0
  antenna_found_initial: 0
  grt_pass1_wl_um: 3680
  track_usage_pct: 3.06
pwr:
  power.density_nw_per_um2: 559
  ir_worst_vdd_uv: 241
  power_leakage_nw: 0.658
run:
  tool_warnings: 25
  cap_violations: 0
placed_design:
  dp_hpwl_um: 1750
  portBuffers: 19
  gp_congestion: 0.711
  dp_slack_ns: 0.0674
  postPlaceCellArea_sq_um: 1410
outcome:
  status: "completed"
-- worst max path at each step --
stage / slack, ns / to / depth (start not counted)
after CTS: 0.34 / pwm8vih.PWM_sig$_DFF_PN0_ / 6
final: 0.34 / pwm8vil.PWM_sig$_DFF_PN0_ / 7
after global routing: 0.23 / pwm8vih.PWM_sig$_DFF_PN0_ / 6
-- final cells by class --
| cell class | count | area (sq um) | area share [%] |
|---|---|---|---|
| clock buffers | 4 | 55.1 | 3.76 |
| inverters | 16 | 60.1 | 4.11 |
| multi-input cells | 65 | 533 | 36.4 |
| flip-flops and latches | 18 | 450 | 30.8 |
| well taps | 133 | 166 | 11.4 |
| repair buffers | 20 | 198 | 13.5 |
-- cell usage after synthesis --
master	n	share of area, %
dfrtp_1	18	43
nor2b_1	2	1.2
a21oi_1	8	3.8
and3_4	2	2.2
inv_1	16	5.8
nand4_1	4	2.4
o22ai_1	2	1.2
xnor2_1	9	7.6
nand2_1	2	0.72
ha_1	18	22
o211ai_1	2	1.4
o21ai_0	2	0.96
xor2_1	3	2.5
nand3_1	9	4.3
and3_1	2	1.2
-- routing by layer --
layer	wire [um]	share of wire, %	track usage [%]
met1	992	49	3.94
met5	0	0	0
met3	152	7.6	1.58
met2	849	42	4.63
met4	14	0.70	0.305
-- flip-flops by register name (all words and copies together), names as in the netlist --
register and count:
pwm8vih.cnt 8, pwm8vil.cnt 8, pwm8vih.PWM_sig 1, pwm8vil.PWM_sig 1
-- per-stage QoR --
stage                     instances  hold slack, ns  power [W]  util [%]
after global routing            256           0.452   0.000873      15.2
after CTS                       256           0.441   0.000840      15.2
after detailed placement        252           0.470   0.000504      14.6
after floorplan                  99          0.0644   0.000445         -
after global placement          252           0.466   0.000503      14.6
final                           256           0.438   0.000818      15.2
-- power breakdown --
group          switching [W]  internal (W)
sequential       0.000000739      0.000407
combinational      0.0000330     0.0000534
clock               0.000130      0.000194
-- cell families (layout without fill, tap and decap cells) --
family	after synthesis	count (layout)	synth area share, %
AND/OR/NAND/NOR	21	21	12.0
adder cells (fa/ha/maj)	18	18	21.6
flip-flops	18	18	43.2
buffers and inverters	16	40	5.76
AND-OR/OR-AND	14	14	7.43
XOR/XNOR	12	12	10.1
Power and IR drop assume default switching activity.
