## /design/flow/config.mk

```make
export PLATFORM = sky130hd
export DESIGN_NAME = SPI_TX
export DESIGN_NICKNAME = SPI_TX
export VERILOG_FILES = /design/flow/design.v
export SDC_FILE = /design/flow/constraint.sdc
export NUM_CORES = 4
export LEC_CHECK = 1
export CORE_UTILIZATION = 30
```

## /design/flow/constraint.sdc

```tcl
current_design SPI_TX

set clk_period 3.3
set clk_io_pct 0.2

create_clock -name clk0 -period $clk_period [get_ports {clk}]

set non_clock_inputs [all_inputs -no_clocks]
set_input_delay [expr $clk_period * $clk_io_pct] -clock clk0 $non_clock_inputs
set_output_delay [expr $clk_period * $clk_io_pct] -clock clk0 [all_outputs]
```

## /design/flow/design.v

```verilog
module SPI_TX(clk,rst_n,SS_n,SCLK,wrt,done,tx_data,MOSI,pos_edge,width8);
  input clk,rst_n,wrt;
  input [15:0] tx_data;						 
  input pos_edge;							 
  input width8;								 
  output SS_n,SCLK,done,MOSI;
  reg [1:0] state,nstate;
  reg [4:0] dec_cntr;
  reg [4:0] bit_cntr;
  reg [15:0] shft_reg;			 
  reg done;
  reg SS_n;
  reg rst_cnt,en_cnt,shft;
  localparam IDLE = 2'b00;
  localparam BITS = 2'b01;
  localparam TRAIL = 2'b10;
  localparam WAIT_DONE = 2'b11;
  always @(posedge clk, negedge rst_n)
    if (!rst_n)
      state <= IDLE;
    else
      state <= nstate;
  always @(posedge clk, negedge rst_n)
    if (!rst_n)
	  shft_reg <= 16'h0000;
	else if (wrt)
      shft_reg <= tx_data;
    else if (shft)
      shft_reg <= {shft_reg[14:0],1'b0};
  always @(posedge clk)
    if (rst_cnt)
      bit_cntr <= 5'b00000;
    else if (en_cnt)
      bit_cntr <= bit_cntr + 1;
  always @(posedge clk)
    if (rst_cnt)
      dec_cntr <= 5'b01011;
    else
      dec_cntr <= dec_cntr + 1;
  assign SCLK = dec_cntr[4];
  always @(state, wrt, dec_cntr, bit_cntr)
    begin
      rst_cnt = 0; 
      SS_n = 1;
      en_cnt = 0;
      shft = 0;
      done = 1;
	  nstate = IDLE;
      case (state)
        IDLE : begin
          rst_cnt = 1;
          if (wrt) 
            nstate = BITS;
          else
 		    nstate = IDLE;
        end
        BITS : begin
		  done = 0;
          SS_n = 0;
          en_cnt = (pos_edge) ? (~dec_cntr[4] & &dec_cntr[3:0]) : &dec_cntr;
          shft = (pos_edge) ? (|bit_cntr)&en_cnt : en_cnt;
          if ((~width8 && (bit_cntr==5'h10)) || (width8 & (bit_cntr==5'h08))) 
            nstate = TRAIL;
          else
            nstate = BITS;         
        end
        TRAIL : begin
		  done = 0;
          SS_n = 0;
          if (((&dec_cntr[3:1])&~pos_edge) || ((dec_cntr==5'h03)&pos_edge)) begin
		    rst_cnt = 1;
            nstate = WAIT_DONE;
		  end else
		    nstate = TRAIL;
        end
		WAIT_DONE : begin
		  done = 0;
		  if (&dec_cntr[3:1])
		    nstate = IDLE;
		  else
		    nstate = WAIT_DONE;
		end
      endcase
    end
  assign MOSI = shft_reg[15];
endmodule 
```

## /design/flow/run.sh

```bash
#!/bin/bash
# OpenROAD 26Q1-2900-gdf79404cd8, Yosys 0.63+post, stock flow scripts
make -C /OpenROAD-flow-scripts/flow DESIGN_CONFIG=/design/flow/config.mk WORK_HOME=/design/flow/orfs finish
```

==> summary.txt <==
The flow run is done. The routed design ends up with an antenna cell count of 0. In the post-route report, total wirelength is listed as 2.787 mm. Clock tree synthesis found a total of 30 sinks. Worst vdd rail ir drop landed at 291.4 µV. The floorplan step records an initial core utilization of 31.34%. Flop and latch count out of synthesis landed at 30. Highest net fanout along the worst path landed at 6.

For this run, the number of standard cells in the final layout without fillers is 254. Level count of the clock H-tree landed at 2. The register with the most flip-flops in the layout has 16 of them.

For this run, the number of Yosys warnings is 1. Pin placement for this block handled 25 I/O pins. After synthesis the cells add up to 1480 µm². In the layout the commonest cells are sky130_fd_sc_hd__a21oi_1 (32), sky130_fd_sc_hd__clkdlybuf4s50_1 (24), sky130_fd_sc_hd__nand2_1 (22). CTS reports a maximum clock tree buffer depth of 2.

OpenSTA lists the critical path startpoint as state[1]. Width of the die landed at 72.24 µm. Measured against its own limit, the worst slew margin works out to 67.62%. The first global-routing pass estimated 4.761 mm of wire. The critical path is of the flop to output port type. Global routing used 11.74% of the available tracks.

Worst clock skew landed at 5.460 ps. Among logic cells in the layout, the one with the most instances is sky130_fd_sc_hd__a21oi_1. The number of maximum-capacitance violations recorded for the run is 0. For the finished layout, the period the worst path requires is 2280 ps.

Setup slack on the critical path of the routed design comes to 1020 ps. Number of failing setup endpoints in the final timing report landed at 0. Looking at the reg2reg group, the worst path starts from dec_cntr[0].

Count of instances resized after the clock tree is built landed at 0. DRC violation count after routing landed at 0. In this run the cell area measured after placement is 1783 µm². The detail route stage leaves a number of antenna-violating nets equal to 0.

Number of buffers inserted for hold repair after clock tree synthesis landed at 0. Quantity of I/O buffers inserted on ports landed at 24. The layout has 464 filler cells. Per the timing report, the achievable frequency comes out to 438.6 MHz. The tree is rooted in a sky130_fd_sc_hd__clkbuf_8. The type recorded for the worst min-delay path is flop to flop. Of the available clock period, the critical path in the final layout requires 69.10%. The flow ran to the end, and the final reports show no timing, DRC or antenna violations. The arrival time of data at the worst endpoint is listed as 1620 ps. Total number of vias landed at 1151.

The number of antenna violations at the first check in global routing was 0. Setup total negative slack on the finished layout was measured at 0 ps. Final weighted congestion in routability-driven placement landed at 0.8183. The tool warning count for the run is 27.

Number of global-route vias before repair landed at 1040. Static leakage power landed at 0.8322 nW. In this run the most critical hold path is launched from dec_cntr[0]. The layout summary lists the proportion of cells stronger than drive strength 1 as 9.626%. The chip area line in the Yosys stat output reads 1480 µm². After synthesis, the mean cell area works out to 9.368 µm². The core region is 4723 µm². Y dimension of the die landed at 72.24 µm.

Actual transition at the worst max-transition pin landed at 484.2 ps. Setup repair after global routing left no endpoint under its margin. Worst hold margin landed at 410.1 ps.

For this design, Yosys synthesis ends with a cell count of 158. Share of the core filled with cells landed at 40.77%. Max-slew check failures listed in the final report amount to 0. Total placed cells including tap cells landed at 246.

The iteration count recorded for the first detailed-route pass is 4. Area growth from synthesis to final layout landed at 30.09%. CTS added clock buffers totalling 5. Violation count after the first detailed-route iteration landed at 54.

Setup fix buffers added after clock tree synthesis landed at 0. For reference, the clock transition at the flip-flops on the worst setup and hold paths is 60 ps. Largest net degree at the start of global routing landed at 35. Overall power of the completed layout landed at 1.316 mW. TritonCTS built the clock tree.

The worst setup path is launched from a flop. The script logs the ratio of routed vias to standard cells as 4.531. Floorplan die area landed at 5219 µm². Routed wire length per instance landed at 10.97 µm. Pre-CTS setup slack landed at 1062 ps. The floorplan has 25 rows. Count of endpoints failing hold in the final timing report landed at 0. The synthesized netlist contains 33 unique library cells.

The OpenROAD report gives the critical path a required time of 2640 ps. Final instance area landed at 1926 µm². Post-DP HPWL landed at 1.932 mm.

Power spread over the standard cell area amounts to 683.2 nW/µm². The worst setup path is captured at an output port. Total congestion overflow landed at 0. Clock latency on the worst-skew pair landed at 280 ps. Post-synthesis instance total landed at 158. Sequential-to-total area share from yosys stat landed at 47.42%.
==> critical path, stage by stage, from the launching register on <==
cell and delay, ps:
sky130_fd_sc_hd__dfrtp_1 460, sky130_fd_sc_hd__nor3_1 360, sky130_fd_sc_hd__clkdlybuf4s50_1 530
==> cells by family after synthesis <==
| kind of cell | synth area share [%] |
|---|---|
| buf+inv | 4.480 |
| fa+ha+maj | 4.227 |
| mux | 0.7607 |
| simple gates | 22.32 |
| compound gates | 17.84 |
| xor+xnor | 2.959 |
| flops | 47.42 |
==> synth_stat cells <==
cell | number | area share [%]
sky130_fd_sc_hd__a21o_1 | 1 | 0.51
sky130_fd_sc_hd__a21oi_1 | 32 | 11
sky130_fd_sc_hd__a21oi_2 | 1 | 0.59
sky130_fd_sc_hd__a22o_1 | 2 | 1.2
sky130_fd_sc_hd__and2_1 | 2 | 0.85
sky130_fd_sc_hd__and3_1 | 1 | 0.42
sky130_fd_sc_hd__and3_2 | 1 | 0.51
sky130_fd_sc_hd__buf_2 | 2 | 0.68
sky130_fd_sc_hd__buf_6 | 2 | 1.5
sky130_fd_sc_hd__clkbuf_1 | 1 | 0.25
sky130_fd_sc_hd__dfrtp_1 | 19 | 32
sky130_fd_sc_hd__dfstp_2 | 1 | 1.8
sky130_fd_sc_hd__dfxtp_1 | 10 | 14
sky130_fd_sc_hd__ha_1 | 5 | 4.2
sky130_fd_sc_hd__inv_1 | 8 | 2.0
sky130_fd_sc_hd__mux2_2 | 1 | 0.76
sky130_fd_sc_hd__nand2_1 | 22 | 5.6
sky130_fd_sc_hd__nand2b_1 | 5 | 2.1
sky130_fd_sc_hd__nand3_1 | 5 | 1.7
sky130_fd_sc_hd__nand3b_1 | 2 | 1.0
sky130_fd_sc_hd__nand4_1 | 1 | 0.42
sky130_fd_sc_hd__nor2_1 | 4 | 1.0
sky130_fd_sc_hd__nor2b_1 | 15 | 6.3
sky130_fd_sc_hd__nor3_1 | 1 | 0.34
sky130_fd_sc_hd__nor3_4 | 1 | 1.1
sky130_fd_sc_hd__o211a_4 | 1 | 1.2
sky130_fd_sc_hd__o211ai_4 | 1 | 1.4
sky130_fd_sc_hd__o21ai_0 | 2 | 0.68
sky130_fd_sc_hd__o22ai_1 | 2 | 0.85
sky130_fd_sc_hd__o32ai_1 | 1 | 0.59
sky130_fd_sc_hd__or4b_4 | 1 | 0.93
sky130_fd_sc_hd__xnor2_1 | 2 | 1.2
sky130_fd_sc_hd__xor2_1 | 3 | 1.8
==> final cells by class <==
class                           count  area [µm²]  area share [%]
Clock inverter                      2       60.06           3.119
Sequential cell                    30       701.9           36.45
Clock buffer                        6       82.58           4.288
Multi-Input combinational cell    115       711.9           36.97
Tap cell                           67       83.83           4.353
Timing Repair Buffer               26       255.2           13.26
Inverter                            8       30.03           1.559
==> worst paths after layout <==
path / end / slack [ps] / depth (start not counted)
hold / removal: dec_cntr[0] / 410 / 1
hold reg to reg: dec_cntr[0] / 410 / 1
max in group asynchronous: state[0] / 2320 / 2
setup / recovery: done / 1020 / 2
min in group asynchronous: shft_reg[5] / 710 / 2
setup reg to reg: shft_reg[2] / 1450 / 7
==> report_power, final <==
part	internal (mW)	total, mW	switching [mW]
logic	0.172	0.345	0.173
clock network	0.322	0.458	0.136
registers	0.446	0.513	0.0665
==> metal layers <==
metal / GRT usage [%] / vias up / part of all wire (%)
li1: - / 594 / -
met1: 19.28 / 531 / 50
met2: 16.93 / 21 / 44
met3: 2.254 / 5 / 3.8
met4: 1.743 / 0 / 1.7
met5: 0 / - / 0
Power is estimated from default activity; no workload was simulated.
