===== flow/run.sh =====
#!/bin/bash
# OpenROAD 26Q1-2900-gdf79404cd8, Yosys 0.63+post, stock flow scripts
make -C /OpenROAD-flow-scripts/flow DESIGN_CONFIG=/design/flow/config.mk WORK_HOME=/design/flow/orfs finish

===== flow/config.mk =====
export PLATFORM = sky130hd
export DESIGN_NAME = clk_rst_smpl
export DESIGN_NICKNAME = clk_rst_smpl
export VERILOG_FILES = /design/flow/design.v
export SDC_FILE = /design/flow/constraint.sdc
export NUM_CORES = 4
export LEC_CHECK = 1
export CORE_AREA = 10 10 103 103
export DIE_AREA = 0 0 113 113

===== flow/constraint.sdc =====
current_design clk_rst_smpl

set clk_period 1.5
set clk_io_pct 0.2

create_clock -name clk0 -period $clk_period [get_ports {clk400MHz}]

set non_clock_inputs [all_inputs -no_clocks]
set_input_delay [expr $clk_period * $clk_io_pct] -clock clk0 $non_clock_inputs
set_output_delay [expr $clk_period * $clk_io_pct] -clock clk0 [all_outputs]

===== flow/design.v =====
module clk_rst_smpl(clk400MHz,RST_n,locked,decimator,clk,smpl_clk,rst_n,wrt_smpl);
input clk400MHz;		 
input RST_n;			 
input locked;			 
input [3:0] decimator;	 
output clk;				 
output logic smpl_clk;	 
output reg rst_n;		 
output reg wrt_smpl;	 
reg q1;
reg cnt_full;			 
reg [1:0] clk_cnt;
reg locked_ff1,locked_ff2;		 
reg [9:0] decimator_cnt;
reg [1:0] smpl_cnt;
reg synch_smpl_cnt;
reg locked_synched;		 
reg smpl_clk_div;
reg smpl_clk_mux;
always_ff @(posedge clk400MHz, negedge RST_n)
  if (!RST_n) begin
    locked_ff1 <= 1'b0;
	locked_ff2 <= 1'b0;
  end else begin
    locked_ff1 <= locked;
	locked_ff2 <= locked_ff1;
  end
always_ff @(posedge clk400MHz)
  if (!locked_ff2)				 
    clk_cnt <= 2'b00;
  else
    clk_cnt <= clk_cnt + 1;
assign clk = clk_cnt[1];		 
always_ff @(negedge clk, negedge RST_n)
  if (!RST_n)
    locked_synched <= 1'b0;
  else 
    locked_synched <= locked_ff2;
always_ff @(negedge clk, negedge RST_n)
  if (!RST_n)
    begin
	  q1    <= 1'b0;
	  rst_n <= 1'b0;
	end
  else if (locked_synched)
    begin
	  q1    <= 1;
	  rst_n <= q1;
	end
always_ff @(negedge clk400MHz)
  if (!locked_synched)
    decimator_cnt <= 10'h000;
  else
    decimator_cnt <= decimator_cnt + 1;
always_comb
  case (decimator)
	4'h1 : smpl_clk_mux = decimator_cnt[0];	 
	4'h2 : smpl_clk_mux = decimator_cnt[1];	 
	4'h3 : smpl_clk_mux = decimator_cnt[2];	 
	4'h4 : smpl_clk_mux = decimator_cnt[3];	 
	4'h5 : smpl_clk_mux = decimator_cnt[4];  
	4'h6 : smpl_clk_mux = decimator_cnt[5];  
	4'h7 : smpl_clk_mux = decimator_cnt[6];	 
	4'h8 : smpl_clk_mux = decimator_cnt[7];  
	4'h9 : smpl_clk_mux = decimator_cnt[8];  
	default : smpl_clk_mux = decimator_cnt[9];	 
  endcase
always @(negedge clk400MHz)
  smpl_clk_div <= smpl_clk_mux;
assign smpl_clk = (|decimator) ? smpl_clk_div : clk400MHz; 
  always @(negedge smpl_clk, negedge locked_synched)
    if (!locked_synched)
	  smpl_cnt <= 2'b00;
	else if (&smpl_cnt)		 
	  if (synch_smpl_cnt)
	    smpl_cnt <= 2'b00;
	  else
	    smpl_cnt <= smpl_cnt;
    else
	  smpl_cnt <= smpl_cnt + 1;
  always @(posedge clk, negedge rst_n)
    if (!rst_n)
	  synch_smpl_cnt <= 1'b0;
	else if (&smpl_cnt)
	  synch_smpl_cnt <= 1'b1;
	else
	  synch_smpl_cnt <= 1'b0;
  always @(posedge clk, negedge rst_n)
    if (!rst_n) begin
	  wrt_smpl <= 1'b0;
	  cnt_full <= 1'b0;
	end else begin
	  wrt_smpl <= &smpl_cnt & (~cnt_full | ~|decimator);
	  cnt_full <= &smpl_cnt;
	end
endmodule

==> impl_metrics.tcl <==
# yosys + openroad results
set metrics [dict create \
    ant_nets 0 \
    crit_required_ns 1.20 \
    worst_skew_pair.late_latency_ns 1.10 \
    clkTransAtPathRegs_ns 0.07 \
    hold_path_class "input port to asynchronous set/reset pin" \
    syn_inst 83 \
    untimed_endpoints 7 \
    pre_cts_ws_ns -1.02 \
    slew_viol_final 0 \
    synth_seq_share 0.533 \
    violations "setup timing" \
    top_layer_used "met4" \
    synth_flops 22 \
    ys.flop_type "dfxtp_1" \
    worst-setup-path-type "flip-flop to output port" \
    warnings 41 \
    critPathMaxFanout 2 \
    dp_hpwl_mm 1.41 \
    ir_drop_v 0.000433 \
    totalPowerFinal_uw 2260 \
    grt_pass1_wl_mm 3.83 \
    edf_count 0 \
    status "finished, violations left" \
    hold_viol 0 \
    synth_top_cell_by_count "dfxtp_1" \
    wl_per_cell_um 9.22 \
    worst_pin_slew_ns 0.375 \
    yosysWarnings 1 \
    cp_slowest_cell "dfxtp_2" \
    wl_met3_um 159 \
    cts_tree "built" \
    yosys_area_sq_um 911 \
    drive_gt1_frac 0.309 \
    first_pass_iters 2 \
    chipArea_sq_um 12800 \
    synthToLayoutAreaGrowth_pct 76.0 \
    p_leak_uw 0.000685 \
    wl_mm 2.22 \
    flop_area_sq_um 490 \
    drt-met1-wl_mm 1.01 \
    critPathLaunchType "flip-flop" \
    grt_start_max_net_pins 15 \
    synth.cells.most_frequent "13 x dfxtp_1, 9 x and2_1, 6 x inv_1, 6 x xnor2_1, 5 x dfrtn_1" \
    unclocked_regs 5 \
    fillers 849 \
    timing.final.ws_setup_ns -1.23 \
    max_cap_violations 0 \
    yosysTopAreaCellShare 0.286 \
    power.density_nw_per_um2 1410 \
    io-pin-count 11 \
    slew_headroom 0.750 \
    clock_skew_ns 0.124 \
    top_area_cell "dfxtp_1" \
    grt_overflow_total 0 \
    crit_chain "nand2_2 -> o21ai_2 -> buf_2" \
    synth_area_per_cell_sq_um 11.0 \
    antenna_cells 0 \
    ys_cells 83 \
    cpPeakStageDelay_ns 0.31 \
    vias 778 \
    drcViolationCount 0 \
    r2r_cells 5 \
    async_reset_ff_frac 0.409 \
    rsz0062_at_grt "true" \
    gp_congestion 0.783 \
    io_buffer_count 10 \
    fp_util 0.110 \
    drt_iter0_markers 11 \
    antenna_found_initial 0 \
    end_kind "output port" \
    fp-row-count 33 \
    arrival_ns 2.43 \
    setup_violations 2 \
    die_w_um 113 \
    synthesis.area_sq_um 911 \
    finalSetupTns_ns -1.57 \
    core_area_sq_um 8300 \
    routed-wl-met2_mm 1.01 \
    die_height_um 113 \
    grt_use_total 0.0360 \
    combGateArea_sq_um 405 \
    grt_pass1_vias 885 \
    via_per_inst 3.23 \
    synth.distinct_cells 31 \
    top_cells_by_area "dfxtp_1 29%, dfrtn_1 14%, dfrtp_1 11%, and2_1 6.2%, xnor2_1 5.8%" \
]
==> final cells by class <==
class / instances / area share
flip-flops and latches: 22 / 0.306
multi-input cells: 54 / 0.253
clock buffers: 24 / 0.197
repair buffers: 18 / 0.104
well taps: 105 / 0.0820
clock inverters: 13 / 0.0468
inverters: 5 / 0.0117
==> cells in the final DEF (no fill, tap or decap), types with 2 or more instances in the layout <==
cell type,count
dfrtp_1,4
inv_1,17
dlygate4sd3_1,3
clkdlybuf4s50_1,8
xnor2_1,6
xor2_1,3
dfrtn_1,5
nor3_1,2
mux2_2,2
nor2b_1,3
o21ai_0,2
nand2_1,2
dfxtp_1,11
ha_1,2
and2_1,9
nand3_1,3
buf_4,7
nor2_1,3
clkbuf_8,22
==> registers in the layout, summed over array words and instances (netlist names) <==
signal,flops
clk_cnt,2
cnt_full,1
decimator_cnt,10
locked_ff1,1
locked_ff2,1
locked_synched,1
q1,1
rst_n,1
smpl_clk_div,1
smpl_cnt,2
wrt_smpl,1
==> worst paths after layout <==
check,start,slack [ns],to
worst max-delay path,smpl_clk_div$_DFF_N_,-1.23,smpl_clk
worst min-delay path,RST_n,0.09,locked_ff1$_DFF_PN0_
worst max register to register,decimator_cnt[0]$_SDFF_NN0_,0.11,decimator_cnt[6]$_SDFF_NN0_
worst min register to register,locked_ff1$_DFF_PN0_,0.23,locked_ff2$_DFF_PN0_
max in group asynchronous,RST_n,0.80,locked_ff2$_DFF_PN0_
min in group clk0,locked_ff1$_DFF_PN0_,0.23,locked_ff2$_DFF_PN0_
==> through the flow <==
stage	instances	hold slack (ns)	instance area, sq um	util
final	241	0.0902	1600	0.193
after CTS	241	0.101	1600	0.193
after floorplan	83	0.00441	911	-
after global placement	202	0.335	1180	0.142
after detailed placement	202	0.336	1180	0.142
after global routing	241	0.111	1600	0.193
==> repair_timing <==
action / in CTS / in global routing
gates resized: 15 / 0
setup endpoints to repair: 2 / 2
hold buffers: 3 / 0
setup buffers: 2 / 0
endpoints found under the hold margin: 3 / 0
==> critical path, delay by kind of cell, from the launching register on <==
family	cells	cell delay [ns]
simple gates	1	0.04
flops	1	0.31
compound gates	1	0.06
buf+inv	1	0.12
==> routing by layer <==
metal	vias to the layer above	GRT usage
li1	387	-
met1	368	0.0386
met2	17	0.0515
met3	6	0.0272
met4	0	0.0169
met5	-	0
==> cells by family after synthesis <==
| logic type | Yosys count | synth area share |
|---|---|---|
| buf+inv | 7 | 0.0288 |
| xor+xnor | 9 | 0.0865 |
| mux | 4 | 0.0604 |
| fa+ha+maj | 2 | 0.0275 |
| compound gates | 9 | 0.0673 |
| simple gates | 30 | 0.196 |
| flops | 22 | 0.533 |
==> power by group <==
| part | leakage, uW | internal [uW] | total (uW) | switching, uW |
|---|---|---|---|---|
| sequential | 0.000206 | 441 | 456 | 15.6 |
| combinational | 0.000230 | 58.1 | 97.3 | 39.3 |
| clock | 0.000249 | 1280 | 1710 | 429 |
Power is estimated from default activity; no workload was simulated.
